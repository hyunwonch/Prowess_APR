--- /design/flow/run.sh ---
#!/bin/bash
# OpenROAD 26Q1-2900-gdf79404cd8, Yosys 0.63+post, stock flow scripts
make -C /OpenROAD-flow-scripts/flow DESIGN_CONFIG=/design/flow/config.mk WORK_HOME=/design/flow/orfs finish
--- /design/flow/config.mk ---
export PLATFORM = sky130hd
export DESIGN_NAME = cmac
export DESIGN_NICKNAME = cmac
export VERILOG_FILES = /design/flow/design.v
export SDC_FILE = /design/flow/constraint.sdc
export NUM_CORES = 4
export LEC_CHECK = 1
export CORE_UTILIZATION = 50
--- /design/flow/constraint.sdc ---
current_design cmac

set clk_period 17.3
set clk_io_pct 0.2

create_clock -name clk0 -period $clk_period [get_ports {clk}]

set non_clock_inputs [all_inputs -no_clocks]
set_input_delay [expr $clk_period * $clk_io_pct] -clock clk0 $non_clock_inputs
set_output_delay [expr $clk_period * $clk_io_pct] -clock clk0 [all_outputs]
--- /design/flow/design.v ---
module cmac #(parameter DATA_WIDTH = 16) (
    input  clk,
    input  rst_n,
    input  mac,
    input  [4:0] shift,
    input  [DATA_WIDTH*2 - 1 : 0] opa,
    input  [DATA_WIDTH*2 - 1 : 0] opb,
    input  [DATA_WIDTH*2 - 1 : 0] opc,
    input  [DATA_WIDTH*2 - 1 : 0] opd,
    output logic  [DATA_WIDTH*2 - 1 : 0] out_mul,
    output logic  [DATA_WIDTH*2 - 1 : 0] out_add
);
    logic  [DATA_WIDTH - 1 : 0] opa_r;
    logic  [DATA_WIDTH - 1 : 0] opa_i;
    logic  [DATA_WIDTH - 1 : 0] opb_r;
    logic  [DATA_WIDTH - 1 : 0] opb_i;
    logic [DATA_WIDTH - 1 : 0] out_r;
    logic [DATA_WIDTH - 1 : 0] out_i;
    logic macd, macdd;
    assign opa_r = opa[DATA_WIDTH*2-1:DATA_WIDTH];
    assign opa_i = opa[DATA_WIDTH-1:0];
    assign opb_r = opb[DATA_WIDTH*2-1:DATA_WIDTH];
    assign opb_i = opb[DATA_WIDTH-1:0];
    assign out_mul = {out_r,out_i};
    assign out_add = macdd ? out_mul + opc : opc + opd;
    logic signed  [DATA_WIDTH - 1 : 0] real_opa_r;
    logic signed  [DATA_WIDTH - 1 : 0] real_opa_i;
    logic signed  [DATA_WIDTH - 1 : 0] real_opb_r;
    logic signed  [DATA_WIDTH - 1 : 0] real_opb_i;
    logic  [DATA_WIDTH - 1 : 0] out_r_pre, out_i_pre;
    logic [4:0] shiftd, shiftdd;
    assign real_opa_r = opa_r;
    assign real_opa_i = opa_i;
    assign real_opb_r = opb_r;
    assign real_opb_i = opb_i;
    logic signed [2*DATA_WIDTH - 1 : 0] arbr, arbi, aibr, aibi;
    logic signed [2*DATA_WIDTH - 1 : 0] arbrd, arbid, aibrd, aibid;
    assign arbr = real_opa_r * real_opb_r;
    assign arbi = real_opa_r * real_opb_i;
    assign aibr = real_opa_i * real_opb_r;
    assign aibi = real_opa_i * real_opb_i;
    logic signed [2*DATA_WIDTH : 0] as_pre_r, as_pre_i;
    logic signed [2*DATA_WIDTH : 0] as_pre_rd, as_pre_id;
    assign as_pre_r = arbr - aibi;
    assign as_pre_i = arbi + aibr;
    logic signed [2*DATA_WIDTH : 0] shift_pre_r, shift_pre_i;
    logic signed [2*DATA_WIDTH : 0] sat_pre_r, sat_pre_i;
    assign sat_pre_r = shift_pre_r >>> shiftdd;
    assign sat_pre_i = shift_pre_i >>> shiftdd;
    logic [DATA_WIDTH - 1 : 0] pos_ext, neg_ext;
    assign neg_ext = '1 >> 1;
    assign pos_ext = '1 << (DATA_WIDTH - 1);
    always_comb begin
        out_r_pre = 0;
        if (sat_pre_r[2*DATA_WIDTH] == 0) begin
            if (sat_pre_r[2*DATA_WIDTH : DATA_WIDTH - 1] == 0) out_r_pre = sat_pre_r [DATA_WIDTH - 1 : 0];
            else out_r_pre = pos_ext;
        end
        else begin
            if (sat_pre_r[2*DATA_WIDTH : DATA_WIDTH - 1] == '1) out_r_pre = sat_pre_r [DATA_WIDTH - 1 : 0];
            else out_r_pre = neg_ext;
        end
    end
    always_comb begin
        out_i_pre = 0;
        if (sat_pre_i[2*DATA_WIDTH] == 0) begin
            if (sat_pre_i[2*DATA_WIDTH : DATA_WIDTH - 1] == 0) out_i_pre = sat_pre_i [DATA_WIDTH - 1 : 0];
            else out_i_pre = pos_ext;
        end
        else begin
            if (sat_pre_i[2*DATA_WIDTH : DATA_WIDTH - 1] == '1) out_i_pre = sat_pre_i [DATA_WIDTH - 1 : 0];
            else out_i_pre = neg_ext;
        end
    end
    always_ff @ (posedge clk or negedge rst_n) begin
        if (rst_n == 0) begin
            shiftd          <= 0;
            arbrd           <= 0;
            arbid           <= 0;
            aibrd           <= 0;
            aibid           <= 0;
            out_r           <= 0;
            out_i           <= 0;
            shiftdd         <= 0;
            shift_pre_r     <= 0;
            shift_pre_i     <= 0;
            macd            <= 0;
            macdd           <= 0;
        end
        else begin
            shiftd          <= shift;
            arbrd           <= arbr;
            arbid           <= arbi;
            aibrd           <= aibr;
            aibid           <= aibi;
            out_r           <= out_r_pre;
            out_i           <= out_i_pre;
            shiftdd         <= shiftd;
            shift_pre_r     <= as_pre_r;
            shift_pre_i     <= as_pre_i;
            macd            <= mac;
            macdd           <= macd;
        end
    end
endmodule
==> Slide: Implementation Results <==
Synthesis and Place & Route Summary

Drt
  • Drc violations: 0
  • Final ANT Viol Nets: 0
  • Vias per cell: 5.15
  • 1st-pass router iterations: 24
  • Drt total wl: 119000 um
  • WL/cell: 18.0 um
  • Via count: 34029
  • DRT iter0 DRCs: 1765

Clocking
  • Clk latency late pin: 0.40 ns
  • Max clock buf depth: 2
  • Num Clock Sinks: 110
  • Hold_buf cts: 0
  • Clock root cell: clkbuf_16
  • H-tree depth: 3
  • CTS clk-pin slew, worst paths: 0.07 ns
  • Post-CTS Setup Bufs: 0
  • CTS tree: done
  • Post-cts gate resize count: 0
  • Num CTS Buffers: 9

Worst setup path
  • CP endpoint kind: register
  • CP Max Fanout: 32
  • WS Path Type: in -> reg
  • Crit path arrival time: 11.58 ns
  • Worst Setup Start Kind: primary input
  • CP Data Required Time: 17.58 ns

Layout
  • Area grow syn2layout: 7.18%
  • Fill cells: 8771
  • Share of cells above drive strength 1: 3.83%

Floorplan
  • DIE HEIGHT: 314 um
  • Die X-Extent: 314 um
  • Core Box Area: 0.0966 mm^2
  • Pre-Place Util: 50.5%
  • Top-Level Pins: 200
  • Placement Rows: 114
  • Die area: 0.0987 mm^2

Synth
  • Count leader, synth: inv_1
  • Ranking of synthesized cells by area: fa_1, inv_1, ha_1
  • Synth cell count leaders: inv_1, fa_1, nand2_1
  • Cell area after synthesis: 0.0487 mm^2
  • Main flop type: dfrtp_1
  • Post-synthesis async set-or-reset flop share: 100%
  • Cell taking the most area after synthesis: fa_1
  • Ys flops: 110
  • Avg Cell Area, Syn: 9.22 um^2
  • Number of enable flip-flop cells: 0
  • Yosys cell count: 5284
  • Netlist cell types: 70
  • Top area contributor share: 48.2%
  • Sequential cell area fraction in the yosys report: 5.65%
  • Syn Inst Count: 5284
  • Yosys warnings: 1
  • Chip Area, Yosys: 0.0487 mm^2

Flow run
  • Stage-log warning count: 27
  • Max-cap violations: 0

Outcome
  • Status: finished clean

Timing
  • Final Cycle Share: 65.3%
  • Slew HR: 44.6%
  • Worst-Margin Slew: 0.831 ns
  • Tmin final: 11.30 ns
  • Clock skew: 0.0145 ns
  • Setup violations, final: 0
  • FMAX: 0.0885 GHz
  • Final hold violation count: 0
  • Max Slew Vio Count: 0
  • RSZ-0062 raised after global routing: false
  • TNS Setup: 0 ns

Placement
  • Post-DP HPWL: 95000 um
  • IO buf count: 199
  • RD Place Congestion: 0.970

Hold path
  • Worst hold-check path type: reg -> reg

GRT
  • Largest net degree at the start of global routing: 63
  • Global route total overflow: 0
  • GRT Overall Usage: 27.8%
  • Vias in the first global route: 35946
  • First-pass GRT wire length: 197000 um
  • Initial antenna violation count: 0
[cells in the final DEF (no fill, tap or decap), types with 6 or more instances in the layout]
cell / instances
a211oi_1: 30
a21o_1: 29
a21oi_1: 144
a311oi_1: 9
a31oi_1: 19
and2_1: 487
and3_1: 13
buf_4: 86
clkbuf_16: 9
clkdlybuf4s50_1: 198
dfrtp_1: 105
fa_1: 1174
ha_1: 341
inv_1: 1328
mux2_2: 52
mux2i_1: 45
mux4_2: 31
nand2_1: 649
nand2b_1: 33
nand3_1: 28
nand4_1: 8
nor2_1: 130
nor2b_1: 15
nor3_1: 22
o211ai_1: 18
o21a_1: 6
o21ai_0: 101
o21ai_1: 14
o21bai_1: 10
xnor2_1: 92
xor2_1: 26
[stage by stage]
step | instances | hold WS [ns] | area, um^2 | worst slack, ns | util (%)
floorplan | 5284 | 0.331 | 48700 | 6.91 | -
global placement | 6590 | 0.334 | 51900 | 5.74 | 53.8
detailed placement | 6590 | 0.336 | 51900 | 5.56 | 53.8
CTS | 6606 | 0.354 | 52200 | 5.98 | 54.1
global route | 6606 | 0.365 | 52200 | 5.44 | 54.1
finish | 6607 | 0.351 | 52200 | 6.00 | 54.1
[worst paths after layout]
check | cells after the start | endpoint | slack (ns) | startpoint
worst max-delay path | 26 | shift_pre_r[31] | 6.00 | opb[0]
worst min register to register | 0 | shiftdd[0] | 0.35 | shiftd[0]
max in group asynchronous | 3 | shiftdd[1] | 12.85 | rst_n
min in group asynchronous | 1 | shiftdd[0] | 3.00 | rst_n
worst min-delay path | 0 | shiftdd[0] | 0.35 | shiftd[0]
worst max register to register | 10 | out_r[2] | 13.34 | shiftdd[1]
[state kept, by name (all words and copies together), names as in the netlist]
name         cells
out_r           16
out_i           16
macdd            1
shift_pre_r     33
macd             1
shiftdd          5
shift_pre_i     33
shiftd           5
[kinds of logic after synthesis]
family          Yosys count  share of synthesized area [%]
buf+inv                1584                           12.4
fa+ha+maj              1515                           57.0
simple gates           1403                           13.9
compound gates          425                           5.35
mux                     129                           3.61
xor+xnor                118                           2.12
flops                   110                           5.65
[per-layer routing]
layer	share of wire, %	global-route usage, %	vias up
met5	0	0	-
met4	2.2	4.59	0
li1	-	-	15629
met2	49	42.8	1083
met3	7.9	8.24	94
met1	41	42.6	17223
[worst max-delay path, cell delays in order]
cell             delay, ns
clkdlybuf4s50_1       0.45
buf_4                 0.39
nand2_1               0.24
inv_1                 0.67
fa_1                  0.54
inv_1                 0.08
fa_1                  0.41
inv_1                 0.08
fa_1                  0.40
inv_1                 0.08
fa_1                  0.44
fa_1                  0.56
fa_1                  0.42
fa_1                  0.49
inv_1                 0.05
fa_1                  0.47
inv_1                 0.04
ha_1                  0.35
a21o_1                0.21
a21oi_1               0.14
nor2b_1               0.07
a2111oi_2             0.56
o2111ai_1             0.23
nand2_1               0.12
o311ai_0              0.21
o311ai_1              0.34
[layout make-up]
class / instances / area, um^2 / share of cell area (%)
well taps: 1276 / 1600 / 3.06
inverters: 1330 / 4990 / 9.56
multi-input cells: 3590 / 40000 / 76.5
clock inverters: 6 / 58.8 / 0.113
clock buffers: 10 / 239 / 0.458
flip-flops and latches: 110 / 2760 / 5.29
diodes: 1 / 2.50 / 0.00479
repair buffers: 284 / 2630 / 5.03
