--- /design/flow/design.v ---
module crossbar_v3 #(
    parameter int NUM_INPUTS = 14,   
    parameter int NUM_OUTPUTS = 16,  
    parameter int DATA_WIDTH = 32    
) (
    input  logic                                            clk,
    input  logic                                            rst_n,
    input  logic                                            cb_en,
    input  logic [NUM_INPUTS-1:0][DATA_WIDTH-1:0]           data_i,        
    input  logic [NUM_OUTPUTS-1:0][$clog2(NUM_INPUTS)-1:0]  select_i ,       
    output logic [NUM_OUTPUTS-1:0][DATA_WIDTH-1:0]          data_o           
);
    logic [NUM_INPUTS-1:0][DATA_WIDTH-1:0]                  data_i_f;                         
    logic clk_gated;
    assign clk_gated = cb_en & clk;
    genvar i;
    generate
        for (i = 0; i < 2; i = i + 1) begin : direct_routing
            always_comb begin
                if(cb_en) begin
                    if (select_i[i] < NUM_INPUTS) begin
                        data_o[i] = data_i_f[select_i[i]];   
                    end else begin
                        data_o[i] = {DATA_WIDTH{1'b0}};   
                    end
                end
                else begin
                    data_o[i] = data_i_f[i];
                end
            end
        end
    endgenerate
    generate
        for (i = 2; i < NUM_OUTPUTS; i = i + 1) begin : crossbar_routing
            always_comb begin
                if (select_i[i] < NUM_INPUTS) begin
                    data_o[i] = data_i_f[select_i[i]];   
                end else begin
                    data_o[i] = {DATA_WIDTH{1'b0}};   
                end
            end
        end
    endgenerate
    generate
        for (i = 0; i < 2; i = i + 1) begin : direct_ff
            always_ff @(posedge clk or negedge rst_n) begin
                if (!rst_n) begin
                    data_i_f[i] <= 0;
                end else begin
                    data_i_f[i] <= data_i[i];
                end
            end
        end
    endgenerate
    generate
        for (i = 2; i < NUM_INPUTS; i = i + 1) begin : output_ff
            always_ff @(posedge clk_gated or negedge rst_n) begin
                if (!rst_n) begin
                    data_i_f[i] <= 0;
                end else begin
                    data_i_f[i] <= data_i[i];
                end
            end
        end
    endgenerate
endmodule
--- /design/flow/run.sh ---
#!/bin/bash
# OpenROAD 26Q1-2900-gdf79404cd8, Yosys 0.63+post, stock flow scripts
make -C /OpenROAD-flow-scripts/flow DESIGN_CONFIG=/design/flow/config.mk WORK_HOME=/design/flow/orfs finish
--- /design/flow/config.mk ---
export PLATFORM = sky130hd
export DESIGN_NAME = crossbar_v3
export DESIGN_NICKNAME = crossbar_v3
export VERILOG_FILES = /design/flow/design.v
export SDC_FILE = /design/flow/constraint.sdc
export NUM_CORES = 4
export LEC_CHECK = 1
export CORE_AREA = 10 10 645 645
export DIE_AREA = 0 0 655 655
--- /design/flow/constraint.sdc ---
current_design crossbar_v3

set clk_period 2.2
set clk_io_pct 0.2

create_clock -name clk0 -period $clk_period [get_ports {clk}]

set non_clock_inputs [all_inputs -no_clocks]
set_input_delay [expr $clk_period * $clk_io_pct] -clock clk0 $non_clock_inputs
set_output_delay [expr $clk_period * $clk_io_pct] -clock clk0 [all_outputs]
==> impl_metrics.ini <==
; flow metrics
[sta]
holdWs_ns = 0.0303
fin_tns_setup_ns = -565.52
setup_slack_ns = -1.34
rsz0062_at_grt = true
finalClockPeriodUsage_pct = 161
finalHoldViolCount = 0
tightest_slew_ns = 1.14
setup_viol = 512
fmax_mhz = 282
slew-limit-headroom_pct = 24.0
slew_violations = 0
period_needed_ns = 3.54

[synth]
syn_area_sq_um = 67300
synth.avg_cell_area_sq_um = 11.4
netlist_instances = 5909
yosysTopAreaCell = mux4_2
ys_area_sq_um = 67300
yosysUniqueCellTypes = 37
ys_warn_count = 1
ys_ff = 448
yosys_cells = 5909
top_cells_by_area = mux4_2 (49%), dfrtp_1 (17%), mux2i_1 (9.3%)
yosys.area.top_type_share_pct = 48.7
synth_seq_share_pct = 16.7

[global_route]
grt_usage_pct = 30.4
antenna_found_initial = 105
grt_pass1_wl_mm = 844
grt_max_degree = 75
grt_pass1_vias = 86600
grt_overflow_total = 0

[placement]
placed_cells = 13500
port_buffers = 1026
place_area_sq_um = 108000
hpwl_mm = 495
place_congestion = 1.13

[power_and_ir_drop]
peakVddDrop_uv = 513
p_comb_share_pct = 72.1
p_sw_mw = 21.5
leakagePower_nw = 49.1
clkPwrFrac_pct = 15.4
powerDensity_nw_per_um2 = 364
p_int_mw = 25.5
pwr-share-seq_pct = 12.5
finalPower_mw = 47.0
p_sw_share_pct = 45.8

[cells_and_area]
largest_reg_flops = 448
most-common-layout-cells = mux4_2 (1468), buf_4 (1336), buf_12 (882), mux2i_1 (606), buf_6 (606)
stdcell_count = 14400
top_register = data_i_f
stdcell_area_sq_um = 129000
drive_gt1_share_pct = 69.6
fillers = 39100
largestRegisters = data_i_f (448)
layout_top_cell = mux4_2
syn_to_final_growth_pct = 91.9

[job]
warnings = 28
cap_violations = 0

[route]
drt_iter0_drc = 7959
ant_nets = 0
wire_per_inst_um = 45.6
drt-vias-per-instance = 5.81
firstDrtPassIters = 7
routed_wl_mm = 658
vias = 83900
drc = 0

[floorplan]
row_count = 233
die_w_um = 655
fp_util_pct = 16.7
die_h_um = 655
core_sq_um = 402000
io-pin-count = 1027
chip_area_sq_um = 429000

[setup_path]
worstPathRequired_ns = 1.76
path_max_fanout = 5
cp-start-kind = flop
slowest_delay_ns = 0.58
worst_ep_arrival_time_ns = 3.10
end_kind = output port
crit_type = flop to output port
critPathMostFrequentCell = buf_6
crit_chain = buf_12 -> buf_6 -> mux4_2 -> o22ai_4 -> a21oi_2 -> buf_6 -> buf_6
cp_slowest_cell = dfrtp_4

[status]
status = complete, but fails checks
violations = negative setup slack

[min_path]
hp-class = input pin to flop

[clock_tree]
cts_tree = done
path_clk_slew_ns = 0.06
-- layer usage --
layer / routed length, um / GRT usage [%] / up-vias / part of all wire [%]
met2: 268000 / 41.7 / 8547 / 41
met4: 78200 / 26.5 / 124 / 12
met5: 3930 / 6.48 / - / 0.60
li1: - / - / 30600 / -
met1: 195000 / 29.5 / 41800 / 30
met3: 113000 / 22.3 / 2828 / 17
-- worst max-delay path, delay by kind of cell, from the launching register on --
kind	cells	cell delay, ns
buffers and inverters	4	0.60
muxes	1	0.49
DFF	1	0.58
AOI/OAI and AO/OA	2	0.31
-- kinds of logic (layout without fill, tap and decap cells) --
family	after synthesis	in the layout	share of synthesized area (%)
other	0	75	0
AND/OR/NAND/NOR	591	591	3.63
buffers and inverters	1158	4320	7.17
flip-flops	448	448	16.7
AND-OR/OR-AND	1585	1585	13.4
multiplexers	2127	2127	59.1
-- worst paths after layout --
| check | startpoint | to | slack [ns] | cells after the start |
|---|---|---|---|---|
| max | data_i_f[126] | data_o[510] | -1.34 | 7 |
| min | data_i[161] | data_i_f[161] | 0.03 | 1 |
| max in group gated | cb_en | clock gate | 0.40 | 4 |
| min in group asynchronous | rst_n | data_i_f[253] | 0.11 | 3 |
| min in group gated | cb_en | clock gate | 0.44 | 4 |
| max in group asynchronous | rst_n | data_i_f[54] | 1.50 | 4 |
-- cell type report --
class | count | area (sq um) | area share (%)
Antenna cell | 75 | 188 | 0.145
Clock buffer | 80 | 1780 | 1.38
Clock inverter | 29 | 362 | 0.280
Inverter | 17 | 83.8 | 0.0649
Multi-Input combinational cell | 4303 | 61500 | 47.6
Sequential cell | 448 | 11300 | 8.78
Tap cell | 5287 | 6620 | 5.12
Timing Repair Buffer | 4194 | 47300 | 36.6
-- per-stage QoR --
step	worst slack (ns)	utilization [%]
after floorplan	0.0456	-
after global placement	-1.35	26.9
after detailed placement	-1.37	26.9
after CTS	-1.37	30.8
after global routing	-1.36	32.1
final	-1.34	32.1
-- synthesized netlist by cell type (all sizes together) --
library cell	number
mux4	1472
a21oi	928
clkbuf	855
mux2i	625
o22ai	509
nor2	497
dfrtp	448
buf	286
nand2b	33
o32ai	31
mux2	30
inv	17
nand2	17
o21ai	17
or2	17
nand3b	16
o21bai	16
a22oi	15
o211ai	15
o21a	15
o221a	15
o2bb2ai	15
nor2b	7
a211oi	6
and2	2
o221ai	2
a2bb2o	1
and3b	1
nor3b	1
-- what timing repair did --
item | 4_1_cts | 5_1_grt
gates resized | 3101 | 1186
cloned | 27 | 17
hold endpoints to repair | 890 | 0
pin swaps | 547 | 472
endpoints found under the setup margin | 512 | 512
buffers inserted | 291 | 186
hold buffers | 450 | 0
-- power by group through the flow --
| stage | registers [mW] | clock network (mW) | logic (mW) |
|---|---|---|---|
| finish | 5.86 | 7.26 | 33.9 |
| global route | 5.88 | 7.61 | 34.3 |
| CTS | 5.85 | 7.52 | 31.2 |
Power figures rest on the tool's default switching activity, not on a simulated workload.
