File: flow/run.sh
#!/bin/bash
# OpenROAD 26Q1-2900-gdf79404cd8, Yosys 0.63+post, stock flow scripts
make -C /OpenROAD-flow-scripts/flow DESIGN_CONFIG=/design/flow/config.mk WORK_HOME=/design/flow/orfs finish
File: flow/config.mk
export PLATFORM = sky130hd
export DESIGN_NAME = crossbar_v2
export DESIGN_NICKNAME = crossbar_v2
export VERILOG_FILES = /design/flow/design.v
export SDC_FILE = /design/flow/constraint.sdc
export NUM_CORES = 4
export LEC_CHECK = 1
export CORE_UTILIZATION = 30
File: flow/constraint.sdc
current_design crossbar_v2

set clk_period 2.8
set clk_io_pct 0.2

create_clock -name clk0 -period $clk_period [get_ports {clk_gated}]

set non_clock_inputs [all_inputs -no_clocks]
set_input_delay [expr $clk_period * $clk_io_pct] -clock clk0 $non_clock_inputs
set_output_delay [expr $clk_period * $clk_io_pct] -clock clk0 [all_outputs]
File: flow/design.v
module crossbar_v2 #(
    parameter int NUM_INPUTS = 14,   
    parameter int NUM_OUTPUTS = 16,  
    parameter int DATA_WIDTH = 32    
) (
    input  logic [NUM_INPUTS-1:0][DATA_WIDTH-1:0]         data_i,        
    input  logic [NUM_OUTPUTS-1:0][$clog2(NUM_INPUTS)-1:0] select_i ,       
    input  logic                          clk_gated,
    input  logic                          rst_n,
    output logic [NUM_OUTPUTS-1:0][DATA_WIDTH-1:0]         data_o           
);
    logic [NUM_INPUTS-1:0][DATA_WIDTH-1:0] data_i_f;                         
    genvar i;
    generate
        for (i = 0; i < NUM_OUTPUTS; i = i + 1) begin : crossbar_routing
            always_comb begin
                if (select_i[i] < NUM_INPUTS) begin
                    data_o[i] = data_i_f[select_i[i]];   
                end else begin
                    data_o[i] = {DATA_WIDTH{1'b0}};   
                end
            end
        end
    endgenerate
    generate
        for (i = 0; i < NUM_INPUTS; i = i + 1) begin : output_ff
            always_ff @(posedge clk_gated or negedge rst_n) begin
                if (!rst_n) begin
                    data_i_f[i] <= 0;
                end else begin
                    data_i_f[i] <= data_i[i];
                end
            end
        end
    endgenerate
endmodule
==> results.json <==
{
  "cpMostUsedCell": "buf_6",
  "p_total_w": 0.0378,
  "ys_types": 13,
  "routed_via_density": 7.06,
  "cp_max_fo": 2,
  "outcome": "finished, violations left",
  "drive_above_1_share": 0.396,
  "reg_top3": "data_i_f x448",
  "fin_area_um2": 118000,
  "min_path_type": "input pin to register",
  "cp-end-kind": "primary output",
  "grt_overflow": 0,
  "ys_warn_count": 1,
  "cp_data_arrival_time_ns": 2.69,
  "critPathMaxStageDelay_ns": 0.60,
  "initCoreUtil": 0.302,
  "core_area_um2": 233000,
  "grt_start_max_net_pins": 89,
  "dp.final_hpwl_um": 438000,
  "route.detailed.drc": 0,
  "worstPathCellList": "buf_6 -> mux2i_4 -> o22ai_4 -> or4_4 -> buf_6",
  "rsz0062_at_grt": "yes",
  "postSynthSeqShare": 0.159,
  "cts_max_level": 2,
  "ys_ff": 448,
  "synthFlopType": "dfrtp_1",
  "regMostFlops": "data_i_f",
  "place_inst": 12600,
  "groute.usage.overall": 0.536,
  "finalCriticalPeriod_ns": 3.25,
  "cts_inserted_buffers": 48,
  "p_int_w": 0.0217,
  "hold_viol_final": 0,
  "yosys.area.top_type": "mux2i_1",
  "fin_util": 0.506,
  "max_cap_viol_count": 0,
  "syn_area_um2": 70400,
  "edf_count": 0,
  "wl_per_cell_um": 48.2,
  "postPlaceCellArea_um2": 101000,
  "cts_tree": "yes",
  "synth-area-yosys_um2": 70400,
  "path_clk_slew_ns": 0.06,
  "io_buffers": 1025,
  "ir_drop_mv": 0.659,
  "clock_sinks": 448,
  "clk_path_buf_depth": 3,
  "timing.fmax_ghz": 0.308,
  "relSlewSlack": 0.592,
  "antenna_found_initial": 82,
  "worst_pin_slew_ns": 0.610,
  "worstPathRequired_ns": 2.24,
  "routed_wl_um": 657000,
  "layoutNonFillerInstCount": 13600,
  "critPathLaunchType": "register",
  "critPathKind": "register to primary output",
  "setup_ws_ns": -0.446,
  "min_from": "data_i[157]",
  "cts_root_buffer": "clkbuf_16",
  "grt_pass1_vias": 88700,
  "sw_frac_of_total": 0.425,
  "synth-async-reset-ratio": 1.00,
  "cp_top_family": "simple AND/OR/NAND/NOR gates",
  "worst-path-buf-inv": 2,
  "finalSetupViolCount": 512,
  "finalClockPeriodUsage": 1.16,
  "power.share.clock": 0.186,
  "top_area_frac": 0.509,
  "die_h_um": 487,
  "antenna_left": 0,
  "slew_violations": 0,
  "leakage_nw": 56.2,
  "largest_reg_flops": 448,
  "syn_inst": 7968,
  "first_iter_violations": 14100,
  "row_count": 177,
  "grt_pass1_wl_um": 840000,
  "area_growth_pct": 67.2,
  "power_frac_seq": 0.191,
  "top_cell": "mux2i_1",
  "dr_total_vias": 96200,
  "place_congestion": 1.14,
  "die_w_um": 487,
  "dr.pass1.iters": 13,
  "syn_avg_cell_area_um2": 8.84,
  "power_density_nw_per_um2": 321,
  "slowest_stage": "or4_4",
  "io_pins": 1026,
  "yosys-stat-cells": 7968,
  "common_cells": "mux2i_1, o22ai_1, clkbuf_1",
  "holdPathEnd": "data_i_f[157]",
  "combPwrFrac": 0.623,
  "tool_warnings": 27,
  "chipArea_um2": 237000,
  "worstSetupStartpoint": "data_i_f[3]",
  "violations": "negative setup slack",
  "area_leaders": "mux2i_1, dfrtp_1, o22ai_1",
  "power.switching_w": 0.0161,
  "worstHoldPathCells": 1
}
==> how the worst max path moves through the flow <==
stage | depth (start not counted) | slack [ns] | to
finish | 5 | -0.45 | data_o[419]
CTS | 5 | -0.37 | data_o[419]
global route | 8 | -0.44 | data_o[327]
==> cell type report <==
class	instances	area, um2
antenna	91	228
clock buffer	71	1430
clock inverter	14	278
fill	20200	115000
multi-input combinational	6256	55800
sequential	448	11400
tap	3132	3920
timing repair buffer	3604	44800
==> cell usage in the layout (no fill, tap or decap), types with 13 or more instances in the layout <==
cell type / count
or3_4: 16
clkbuf_8: 14
mux2i_2: 103
buf_16: 42
nor2_1: 510
diode_2: 91
buf_2: 222
nand3b_1: 48
clkbuf_2: 81
buf_6: 639
or4_1: 39
mux2i_4: 53
or4_4: 473
mux2i_1: 3428
clkdlybuf4s50_1: 448
dfrtp_2: 104
bufbuf_16: 13
o22ai_2: 88
dfrtp_1: 341
buf_4: 997
o22ai_1: 1445
clkbuf_16: 77
or3b_4: 48
buf_12: 992
clkdlybuf4s15_2: 18
buf_8: 110
==> per-layer routing <==
metal,part of all wire,global-route usage,vias to the layer above
li1,-,-,35800
met1,0.35,0.625,46300
met2,0.36,0.672,10300
met3,0.17,0.324,3683
met4,0.12,0.463,109
met5,0.0062,0.0827,-
==> cell families after synthesis <==
kind of cell    count (synthesis)  share of synthesized area
flops                         448                      0.159
compound gates               1536                      0.136
simple gates                 1136                     0.0944
buf+inv                      1264                      0.101
mux                          3584                      0.509
==> metrics by stage <==
stage / setup WS (ns) / hold WS, ns / setup TNS [ns]
after floorplan: 0.517 / 0.264 / 0
after global placement: -1.62 / 0.550 / -359.23
after detailed placement: -1.53 / 0.556 / -361.58
after CTS: -0.366 / 0.201 / -108.34
after global routing: -0.444 / 0.237 / -112.75
final: -0.446 / 0.236 / -102.66
==> power by group through the flow <==
stage	logic (W)	clock network (W)	registers, W
4_1_cts	0.0214	0.00722	0.00722
5_1_grt	0.0233	0.00743	0.00725
6_report	0.0235	0.00704	0.00723
==> what timing repair did <==
action / in CTS / in global routing
gates cloned: 71 / 22
buffers inserted: 615 / 270
hold buffers: 1 / 0
gates resized: 2900 / 759
hold endpoints to repair: 39 / 0
endpoints found under the setup margin: 512 / 512
pin swaps: 924 / 624
No activity file was given, so power comes from the tool's default toggle rates.
